### flow/run.sh
#!/bin/bash
# OpenROAD 26Q1-2900-gdf79404cd8, Yosys 0.63+post, stock flow scripts
make -C /OpenROAD-flow-scripts/flow DESIGN_CONFIG=/design/flow/config.mk WORK_HOME=/design/flow/orfs finish
### flow/design.v
module forward_unit
	(
	input [4:0] Rs1E, Rs2E, 
	input [4:0] RdM, RdW,
	input RegWriteM, RegWriteW,
	output reg [1:0] ForwardAE, ForwardBE	
	);
    always @(*) begin 
        if (((Rs1E == RdM) & RegWriteM) & (Rs1E != 0)) 
            ForwardAE = 2'b10;
        else if (((Rs1E == RdW) & RegWriteW) & (Rs1E != 0))
            ForwardAE = 2'b01;
        else ForwardAE = 2'b00;
    end
    always @(*) begin 
        if (((Rs2E == RdM) & RegWriteM) & (Rs1E != 0)) 
            ForwardBE = 2'b10;
        else if (((Rs2E == RdW) & RegWriteW) & (Rs1E != 0))
            ForwardBE = 2'b01;
        else ForwardBE = 2'b00;
    end
endmodule
### flow/config.mk
export PLATFORM = sky130hd
export DESIGN_NAME = forward_unit
export DESIGN_NICKNAME = forward_unit
export VERILOG_FILES = /design/flow/design.v
export SDC_FILE = /design/flow/constraint.sdc
export NUM_CORES = 4
export LEC_CHECK = 1
export CORE_AREA = 10 10 70 70
export DIE_AREA = 0 0 80 80
### flow/constraint.sdc
current_design forward_unit

set clk_period 2.8
set clk_io_pct 0.2

create_clock -name clk0 -period $clk_period

set non_clock_inputs [all_inputs -no_clocks]
set_input_delay [expr $clk_period * $clk_io_pct] -clock clk0 $non_clock_inputs
set_output_delay [expr $clk_period * $clk_io_pct] -clock clk0 [all_outputs]
==> flow_summary.toml <==
# physical design summary
[worst_setup_path]
crit_chain = "clkdlybuf4s50_1, or4_4, nor2_4, nor3_2, buf_4, clkdlybuf4s50_1"
end_kind = "output port"
path_delay_family = "buffers and inverters"
start_kind = "primary input"
cpMaxStageDelayCell = "or4_4"
path_class = "primary input to output port"
crit_arrival_ns = 2.18
critPathMaxStageDelay_ns = 0.43
cpMostUsedCell = "clkdlybuf4s50_1"
cp.required_ns = 2.24
worstPathMaxFanout = 3
cp_num_buf_inv = 3

[final_timing]
period_used_pct = 97.8
slew_headroom_pct = 84.2
hold_ws_ns = 1.88
final-hold-violation-count = 0
post-route-min-period_ns = 2.74
setup_viol_count_final = 0
fmax_mhz = 365
setup_tns_ns = 0
rsz0062_at_grt = "false"
tightest_slew_ns = 0.237
slew_violations = 0

[die]
die-area_sq_mm = 0.00640
pin_count = 26
rows = 21
floorplan.core_util_pct = 8.28
die_height_um = 80
core_sq_mm = 0.00342
die_x_um = 80

[layout]
final_core_util_pct = 19.7
fin_cells = 114
regArea_sq_um = 0
synthToLayoutAreaGrowth_pct = 138
lay_top_count = "xnor2_1"
n_clock_buffer = 0
layout_top_cells = "19 x xnor2_1, 17 x clkdlybuf4s50_1, 8 x buf_4"
drive_above_1_share_pct = 22.1
flop-count = 0
final-comb-area_sq_um = 297
fillers = 391

[flow_run]
warnings = 32
cap_violations = 0

[route]
routed_wl_um = 1200
wl_per_cell_um = 10.6
initialDrtViolationCount = 1
first_pass_iters = 2
drc_errors = 0
vias = 352
final_antenna_net_count = 0
viasPerCell = 3.09
antenna_cells = 0

[synthesis]
top_cells_by_area = "xnor2_1 62%, nand4_1 8.8%, nor4_2 8.8%"
yosysWarnings = 1
postSynthAreaPerCell_sq_um = 8.32
yosys_area_sq_um = 283
syn_inst = 34
top_area_cell = "xnor2_1"
syn-cell-area_sq_um = 283
ys_cells = 34
synth_seq_share_pct = 0
top_cell_area_share_pct = 61.9
yosysUniqueCellTypes = 7

[outcome]
status = "finished, final reports clean"

[grt]
globalRouteOverflowTotal = 0
track_usage_pct = 3.76
grt_max_degree = 4
antenna_found_initial = 0
grt_pass1_vias = 424
grt_pass1_wl_um = 1930

[power]
power_density_mw_per_mm2 = 124
power.leakage_nw = 0.251
peakVddDrop_v = 0.0000373

[placement]
dpl.hpwl_um = 1160
post-place-cells = 113
routabilityCongestion = 0.782
portBuffers = 26

[worst_hold_path]
hold_class = "primary input to output port"

[clocking]
ctsHoldBuffers = 0
layout make-up:
cell class,count,share of cell area (%)
timing repair buffer,34,47.5
tap,46,8.53
multi-input combinational,34,44.0
Yosys cell counts:
library cell	count
xnor2_1	20
nand2_1	4
nor3_2	2
or4_4	1
nor2_4	1
nor4_2	2
nand4_1	4
worst min-delay path: cells and delay by family:
family	cells	cell delay, ns
buf+inv	3	0.58
simple gates	2	0.11
xor+xnor	1	0.07
metrics by stage:
stage	total power, mW	setup WS [ns]	area, sq um
floorplan	0.0326	0.756	283
global placement	0.0846	-0.264	653
detailed placement	0.0851	-0.266	653
CTS	0.0833	0.0485	653
global route	0.0914	0.00348	674
finish	0.0838	0.0624	674
cell families (layout without fill, tap and decap cells):
logic type,count (synthesis),in the layout,synth area share (%)
simple gates,14,14,38.0
xor+xnor,20,20,61.9
buf+inv,0,34,0
timing repair:
action / CTS / global route
setup buffers: 1 / 0
pin swaps: 2 / 3
gates cloned: 0 / 0
gates resized: 6 / 5
setup endpoints to repair: 4 / 1
power by group:
part	total, mW	switching (mW)	internal (mW)
Clock	0	0	0
Combinational	0.0838	0.0308	0.0530
Sequential	0	0	0
Total	0.0838	0.0308	0.0530
final timing paths:
kind | startpoint | to | cells after the start
min | Rs1E[2] | ForwardAE[0] | 6
max | Rs1E[0] | ForwardBE[1] | 6
routing by layer:
metal	part of all wire, %	track usage, %
met1	30	3.03
met2	66	8.91
met3	4.2	0.682
met4	0	0
met5	0	0
Power and IR drop assume default switching activity.
