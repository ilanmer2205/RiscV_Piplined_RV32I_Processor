==> design/flow/design.v <==
module main_decoder (
	input [6:0] op,
	output reg [1:0] ResultSrc,
	output reg MemWrite,
	output reg Branch, ALUSrc,
	output reg RegWrite, Jump,
	output reg [2:0] ImmSrc,
	output reg [1:0] ALUOp,
	output reg AOperand,
	output reg ForwardValMux);
	always@ * begin
        case(op)
            7'b0000011: begin  
                RegWrite = 1'b1;
                ImmSrc = 3'b000;
                ALUSrc = 1'b1;
                MemWrite = 1'b0;
                ResultSrc = 2'b01;
                Branch = 1'b0;
                ALUOp = 2'b00;
                Jump = 1'b0;
                AOperand = 1'b0;
            end
            7'b0100011: begin  
                RegWrite = 1'b0;
                ImmSrc = 3'b001;
                ALUSrc = 1'b1;
                MemWrite = 1'b1;
                ResultSrc = 2'b00;  
                Branch = 1'b0;
                ALUOp = 2'b00;
                Jump = 1'b0;
                AOperand = 1'b0;
            end
            7'b0110011: begin  
                RegWrite = 1'b1;
                ImmSrc = 3'b000;  
                ALUSrc = 1'b0; 
                MemWrite = 1'b0;
                ResultSrc = 2'b00;
                Branch = 1'b0;
                ALUOp = 2'b10;
                Jump = 1'b0;
                AOperand = 1'b0;
            end
            7'b1100011: begin  
                RegWrite = 1'b0;
                ImmSrc = 3'b010;
                ALUSrc = 1'b0;
                MemWrite = 1'b0;
                ResultSrc = 2'b00;  
                Branch = 1'b1;
                ALUOp = 2'b01;
                Jump = 1'b0;
                AOperand = 1'b0;
            end
            7'b0010011: begin  
                RegWrite = 1'b1;
                ImmSrc = 3'b000;
                ALUSrc = 1'b1;
                MemWrite = 1'b0;
                ResultSrc = 2'b00;  
                Branch = 1'b0;
                ALUOp = 2'b10;
                Jump = 1'b0;
                AOperand = 1'b0;
            end
            7'b1101111: begin  
                RegWrite = 1'b1;
                ImmSrc = 3'b011;
                ALUSrc = 1'b0;  
                MemWrite = 1'b0;
                ResultSrc = 2'b10;  
                Branch = 1'b0;
                ALUOp = 2'b00;  
                Jump = 1'b1;
                AOperand = 1'b0;
            end
            7'b0110111: begin  
                RegWrite = 1'b1;
                ImmSrc = 3'b100;
                ALUSrc = 1'b0;  
                MemWrite = 1'b0; 
                ResultSrc = 2'b11;
                Branch = 1'b0;
                ALUOp = 2'b00;  
                Jump = 1'b0;
                AOperand = 1'b0;
                ForwardValMux = 1'b1;
            end          
            7'b0010111: begin  
                RegWrite = 1'b1;
                ImmSrc = 3'b100;
                ALUSrc = 1'b1; 
                MemWrite = 1'b0;
                ResultSrc = 2'b00; 
                Branch = 1'b0;
                ALUOp = 2'b00; 
                Jump = 1'b0;    
                AOperand = 1'b1;
            end  
            default: begin
                RegWrite = 1'b0;
                ImmSrc = 3'b000;
                ALUSrc = 1'b1;
                MemWrite = 1'b0;
                ResultSrc = 1'b0;
                Branch = 1'b0;
                ALUOp = 2'b00;
                Jump = 1'b0;
                AOperand = 1'b0;
                ForwardValMux = 1'b0;
            end    
        endcase
    end
endmodule
==> design/flow/run.sh <==
#!/bin/bash
# OpenROAD 26Q1-2900-gdf79404cd8, Yosys 0.63+post, stock flow scripts
make -C /OpenROAD-flow-scripts/flow DESIGN_CONFIG=/design/flow/config.mk WORK_HOME=/design/flow/orfs finish
==> design/flow/config.mk <==
export PLATFORM = sky130hd
export DESIGN_NAME = main_decoder
export DESIGN_NICKNAME = main_decoder
export VERILOG_FILES = /design/flow/design.v
export SDC_FILE = /design/flow/constraint.sdc
export NUM_CORES = 4
export LEC_CHECK = 1
export CORE_AREA = 10 10 70 70
export DIE_AREA = 0 0 80 80
==> design/flow/constraint.sdc <==
current_design main_decoder

set clk_period 2.2
set clk_io_pct 0.2

create_clock -name clk0 -period $clk_period

set non_clock_inputs [all_inputs -no_clocks]
set_input_delay [expr $clk_period * $clk_io_pct] -clock clk0 $non_clock_inputs
set_output_delay [expr $clk_period * $clk_io_pct] -clock clk0 [all_outputs]
==> results.json <==
{
  "placed_cells": 119,
  "fmax_mhz": 468,
  "slew_headroom": 0.861,
  "worstSetupPathType": "input pin to output port",
  "finalCritPeriodShare": 0.970,
  "syn_to_final_growth_pct": 143,
  "rsz0062_at_grt": "false",
  "grt_overflow": 0,
  "dr.first_iter.drc_count": 18,
  "grt_max_degree": 10,
  "rows": 21,
  "tightest_slew_ns": 0.206,
  "grt_usage": 0.0358,
  "ant_nets": 0,
  "untimed_endpoints": 2,
  "fp_util": 0.0777,
  "placed_area_um2": 604,
  "vdd_drop_max_v": 0.0000444,
  "ys_chip_area_um2": 265,
  "synth_top_area_share": 0.0991,
  "tns_ns": 0,
  "finalWeightedCongestion": 0.891,
  "antenna_found_initial": 0,
  "fin_hold_ws_ns": 1.32,
  "final_area_um2": 644,
  "maxCapViolCount": 0,
  "yosysWarnings": 1,
  "drc": 0,
  "ios": 21,
  "fp.dieH_um": 80,
  "top_area_cell": "nor2_1",
  "status": "finished, final reports clean",
  "fillers": 391,
  "syn_area_per_cell_um2": 6.17,
  "crit_path_end_kind": "output port",
  "die_area_mm2": 0.00640,
  "syn_area_um2": 265,
  "power_density_mw_per_mm2": 116,
  "layout_top_cells": "13 x buf_4, 10 x dlygate4sd2_1, 7 x clkdlybuf4s50_1, 5 x nand2_1, 4 x nor2_1",
  "p_total_uw": 74.8,
  "p_leak_nw": 0.269,
  "grt_pass1_vias": 409,
  "lay_top_count": "buf_4",
  "vias_per_cell": 3.48,
  "ys.flops": 1,
  "min_period_ns": 2.13,
  "hold_viol_final": 0,
  "hp-class": "input pin to output port",
  "dp_hpwl_um": 976,
  "layout.cells.non_filler": 121,
  "required_ns": 1.76,
  "post_synth_num_cell_types": 22,
  "maxSlewViolCount": 0,
  "vias": 421,
  "wl_per_cell_um": 10.1,
  "route.antenna.diode_count": 0,
  "crit_fanout": 9,
  "unclocked_pins": 1,
  "warnings": 32,
  "drive_above_1_share": 0.427,
  "synth_cells": 43,
  "die_width_um": 80,
  "critPathLaunchType": "input pin",
  "setup_viol": 0,
  "worstPathArrival_ns": 1.69,
  "topCellsByArea": "nor2_1 9.9%, nor4b_4 9.0%, nand2_1 8.5%, a21oi_1 7.5%, or3_1 7.1%",
  "yosys_cells": 43,
  "core_area_mm2": 0.00342,
  "largest_reg_flops": 1,
  "ctsHoldBuffers": 0,
  "grt_pass1_wl_mm": 1.94,
  "firstDrtPassIters": 4,
  "routed_wirelength_mm": 1.23,
  "port_buffers": 21
}
-- cell usage after synthesis, drive strengths merged --
cell type / count
a211oi: 1
nor4b: 1
o22ai: 1
nand3b: 2
or3: 3
nor4: 1
xnor2: 1
dlxtn: 1
o21a: 1
nand2: 6
nor3: 1
inv: 2
o21ai: 1
nand3: 3
a21oi: 4
buf: 5
and2: 1
a211o: 1
nor2: 7
-- routing by layer --
layer,global-route usage,share of wire,wire length [µm]
met1,0.0568,0.52,641
met2,0.0482,0.35,424
met3,0.0102,0.13,162
met4,0,0,0
met5,0,0,0
-- power by group --
group	switching, mW	internal [mW]	leakage [nW]	total (mW)
clock	0	0	0	0
sequential	0.0000227	0.000512	0.00763	0.000534
combinational	0.0343	0.0400	0.262	0.0743
total	0.0343	0.0405	0.269	0.0748
-- through the flow --
stage,setup slack (ns),utilization
after detailed placement,-0.476,0.177
final,0.0654,0.189
after global routing,0.00102,0.189
after global placement,-0.479,0.177
after floorplan,0.361,-
after CTS,0.00256,0.187
-- worst max-delay path, cell delays in order --
cell             delay (ns)
dlygate4sd2_1          0.25
buf_6                  0.14
nand3b_1               0.16
a211oi_2               0.21
clkdlybuf4s50_1        0.50
-- final timing paths --
kind                  slack (ns)  cells after the start  startpoint           end
worst max-delay path        0.07                      5       op[4]  ResultSrc[1]
worst min-delay path        1.32                      4       op[2]      ALUOp[0]
-- cells by family after synthesis --
kind of cell              count (synthesis)  share of synthesized area
AOI/OAI and AO/OA                         9                      0.208
xor gates and xnor gates                  1                     0.0330
buffers and inverters                     7                      0.156
latches                                   1                     0.0566
and+or+nand+nor                          25                      0.547
-- final cells by class --
type | instances | area (µm²) | area share
Timing Repair Buffer | 37 | 315 | 0.489
Multi-Input combinational cell | 35 | 249 | 0.386
Tap cell | 46 | 57.6 | 0.0893
Sequential cell | 1 | 15.0 | 0.0233
Inverter | 2 | 7.51 | 0.0117
-- timing repair --
action,in CTS,in global routing
resized,32,3
setup endpoints to repair,13,2
buffers inserted,2,0
cloned,0,0
pin swaps,7,3
Power and IR drop assume default switching activity.
