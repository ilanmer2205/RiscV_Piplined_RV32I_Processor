File: /design/flow/run.sh
#!/bin/bash
# OpenROAD 26Q1-2900-gdf79404cd8, Yosys 0.63+post, stock flow scripts
make -C /OpenROAD-flow-scripts/flow DESIGN_CONFIG=/design/flow/config.mk WORK_HOME=/design/flow/orfs finish
File: /design/flow/config.mk
export PLATFORM = sky130hd
export DESIGN_NAME = data_memory_unit
export DESIGN_NICKNAME = data_memory_unit
export VERILOG_FILES = /design/flow/design.v
export SDC_FILE = /design/flow/constraint.sdc
export NUM_CORES = 4
export LEC_CHECK = 1
export CORE_UTILIZATION = 50
File: /design/flow/constraint.sdc
current_design data_memory_unit

set clk_period 10.3
set clk_io_pct 0.2

create_clock -name clk0 -period $clk_period [get_ports {clk}]

set non_clock_inputs [all_inputs -no_clocks]
set_input_delay [expr $clk_period * $clk_io_pct] -clock clk0 $non_clock_inputs
set_output_delay [expr $clk_period * $clk_io_pct] -clock clk0 [all_outputs]
File: /design/flow/design.v
module data_memory_unit #(
    parameter ADDR_WIDTH = 6 
)(
    input  clk,
    input  en_write,    
    input  [31:0] address,    
    input  [31:0] store_data,
    input  [2:0]  Func3,      
    output [31:0] load_data   
);
    wire [1:0]  addr_lsb;
    wire [3:0]  tx_mask;            
    wire [31:0] tx_wdata;     
    wire [31:0] ram_rdata;    
    assign addr_lsb = address[1:0];
    mem_transmitter tx_inst (
        .store_data (store_data),
        .Addr2Lsb   (addr_lsb),
        .Func3      (Func3),
        .w_mask     (tx_mask),
        .mem_wdata  (tx_wdata)
    );
    bytewrite_tdp_ram_nc #(
        .ADDR_WIDTH(ADDR_WIDTH)
    ) ram_inst (
        .clkA   (clk),
        .enA    (en_write),    
        .weA    (tx_mask),                  
        .addrA  (address[ADDR_WIDTH-1:0]), 
        .dinA   (tx_wdata),
        .doutA  (ram_rdata)
    );
    mem_receiver rx_inst (
        .read_data  (ram_rdata),
        .Addr2Lsb   (addr_lsb),
        .Func3      (Func3),
        .load_word  (load_data)
    );
endmodule
module mem_receiver(
	input [31:0] read_data,
	input [1:0] Addr2Lsb,
	input [2:0] Func3,
	output reg [31:0] load_word
	);
	wire [15:0] half_data;
	wire [7:0] byte_data;
	wire mem_byte_access, mem_half_access;
	wire load_sign;
    wire extent_type;
	assign mem_byte_access = (Func3[1:0] == 2'b00);
	assign mem_half_access = (Func3[1:0] == 2'b01);
	assign extent_type = Func3[2]; 
	assign half_data = Addr2Lsb[1] ? read_data[31:16] : read_data[15:0];
	assign byte_data = Addr2Lsb[0] ? half_data[15:8] : half_data[7:0];
	assign load_sign = !extent_type & (mem_byte_access ? byte_data[7] : half_data[15]);
	always @(*) begin
		if(mem_byte_access)
			load_word = {{24{load_sign}}, byte_data};
		else if(mem_half_access)
			load_word = {{16{load_sign}}, half_data};
		else
			load_word = read_data;
	end
endmodule
module mem_transmitter (
	input [31:0] store_data,
	input [1:0] Addr2Lsb,
	input [2:0] Func3,
	output reg [3:0] w_mask,  
	output reg [31:0] mem_wdata
	);
	wire mem_byte_access = (Func3[1:0] == 2'b00);
	wire mem_half_access = (Func3[1:0] == 2'b01);
	always @(*) begin	
		if(mem_byte_access) 
			case (Addr2Lsb)  
				2'b00: w_mask = 4'b0001; 
				2'b01: w_mask = 4'b0010;
				2'b10: w_mask = 4'b0100;
				2'b11: w_mask = 4'b1000;
			endcase	
		else
		if(mem_half_access)	 
			if(Addr2Lsb[1] == 0) w_mask = 4'b0011; 
			else 			     w_mask = 4'b1100;
		else w_mask = 4'b1111;  
	end	
	always @(*) begin
    if (mem_byte_access)
        mem_wdata = store_data << (8 * Addr2Lsb);
    else if (mem_half_access)
        mem_wdata = store_data << (16 * Addr2Lsb[1]);
    else
        mem_wdata = store_data;
end
endmodule
module bytewrite_tdp_ram_nc
#(
parameter NUM_COL = 4,
parameter COL_WIDTH = 8,
parameter ADDR_WIDTH = 6,  
parameter DATA_WIDTH = NUM_COL*COL_WIDTH  
) (
input clkA,
input enA,
input [NUM_COL-1:0] weA,
input [ADDR_WIDTH-1:0] addrA,
input [DATA_WIDTH-1:0] dinA,
output [DATA_WIDTH-1:0] doutA
);
wire [5:0] addr = {addrA[5:2] , 2'b00};
reg [DATA_WIDTH-1:0] ram_block [(2**ADDR_WIDTH)-1:0];
	integer i;
    initial begin
        for (i = 0; i < (1 << ADDR_WIDTH); i = i + 1)
            ram_block[i] = {DATA_WIDTH{1'b0}};
    end
	always @ (posedge clkA) begin
		if(enA) begin
			for(i=0; i<NUM_COL; i=i+1) begin
				if(weA[i]) begin
					ram_block[addr][i*COL_WIDTH +: COL_WIDTH] <= dinA[i*COL_WIDTH +: COL_WIDTH];
				end
			end
		end
	end
assign doutA = ram_block[addr];
endmodule 
==> impl_metrics.py <==
# Generated from Yosys and OpenROAD reports
metrics = {
    "floorplan": {
        "dieArea_sq_mm": 0.04301,
        "rows": 74,
        "die_w_um": 207.4,
        "ioPinCount": 101,
        "die_h_um": 207.4,
        "fp_util_pct": 51.19,
        "core_area_sq_mm": 0.04120,
    },
    "finish": {
        "layout-drive-gt1-share_pct": 20.10,
        "largest_reg_flops": 512,
        "area.combinational_sq_mm": 0.005254,
        "largestRegisters": "ram_inst.ram_block (512)",
        "n_fill_cell": 3005,
        "regMostFlops": "ram_inst.ram_block",
        "lay_top_count": "edfxtp_1",
        "ff_latch_area_sq_mm": 0.01537,
        "lay_top_cells": "edfxtp_1, buf_4, mux4_2",
        "area_growth_pct": 15.19,
    },
    "pwr": {
        "combPwrFrac_pct": 8.6,
        "power.leakage_nw": 7.852,
        "pwr_density_cell_mw_per_mm2": 182.6,
        "p_int_mw": 3.459,
        "p_switching_mw": 0.9777,
        "seqPwrFrac_pct": 53.2,
        "clkPwrFrac_pct": 38.2,
        "swShare_pct": 22.04,
        "ir_drop_v": 0.0001603,
    },
    "logic_synthesis": {
        "syn_area_per_cell_sq_um": 17.91,
        "top_area_share_pct": 72.89,
        "edf_count": 512,
        "ys_warn_count": 3,
        "top_cells_by_area": "edfxtp_1, mux4_2, mux2i_1",
        "ys_ff": 512,
        "synth_cell_types": 55,
        "async_reset_ff_share_pct": 0,
        "ff_type": "edfxtp_1",
        "ys_seq_share_pct": 72.89,
        "syn-cell-area_sq_mm": 0.02109,
        "ys_cells": 1178,
        "synth_top_cell_by_area": "edfxtp_1",
        "postSynthCellCount": 1178,
        "ys_area_sq_mm": 0.02109,
    },
    "routing": {
        "viasPerCell": 6.128,
        "diodes": 0,
        "vias": 11612,
        "drt_first_pass_iters": 5,
        "drc": 0,
        "wl_um": 53390,
        "wl_per_cell_um": 28.17,
        "ant_nets": 0,
        "drt_iter0_drc": 769,
    },
    "clock_network": {
        "clock-sinks": 512,
        "clockBufferDepth": 3,
        "post_cts_resized": 0,
        "cts_tree": "done",
        "cts_hold_buf": 0,
        "numCtsBuffers": 50,
        "cts_max_level": 2,
        "clkSlewWorstSetupHoldPaths_ns": 0.06,
        "cts_setup_buffers": 0,
        "cts_root_buffer": "clkbuf_16",
    },
    "place": {
        "gp_congestion": 0.9727,
        "dp_slack_ns": 2.370,
        "port_buffers": 74,
        "dp.final_hpwl_um": 34680,
    },
    "final_timing": {
        "rsz0062_at_grt": "false",
        "worst_pin_slew_ns": 0.8961,
        "setup-violations-final": 0,
        "min_period_over_period_pct": 77.95,
        "fin_ws_ns": 2.271,
        "maxSlewHeadroom_pct": 40.04,
        "setup_tns_ns": 0,
        "hold_viol_final": 0,
        "max_freq_mhz": 124.6,
        "drv_slew": 0,
        "fin_crit_ns": 8.029,
    },
    "run": {
        "cap_violations": 0,
        "log.warning_count": 51,
    },
    "worst_setup_path": {
        "cp-start-kind": "input pin",
        "end_kind": "primary output",
        "worstPathCellList": "buf_4 -> buf_4 -> or3b_1 -> o22ai_1 -> a211oi_2 -> nand4_1 -> nand4_1 -> nand2_1 -> clkdlybuf4s50_1",
        "max_stage_delay_ns": 0.66,
        "cp_top_family": "simple AND/OR/NAND/NOR gates",
        "path_buffers": 3,
        "cp.arrival_ns": 5.97,
        "crit_type": "in2out",
        "required_ns": 8.24,
        "slowest_stage": "nand4_1",
        "crit_fanout": 43,
    },
    "grt": {
        "grt_pass1_vias": 12347,
        "grt_usage_pct": 28.50,
        "antenna_found_initial": 0,
        "grt_max_degree": 91,
        "overflow": 0,
        "grt_pass1_wl_um": 79090,
    },
    "run_status": {
        "status": "finished, final reports clean",
    },
    "worst_hold_path": {
        "hold_path_class": "in2reg",
    },
}
-- path summary, 6_finish.rpt --
kind                    from                                   end  cells after the start  slack [ns]
hold / removal    address[2]  ram_inst.ram_block[24][23]$_DFFE_PP_                      2        2.35
setup / recovery  address[3]                         load_data[23]                      9        2.27
-- metrics by stage --
stage	instance area [sq um]	cells	power, mW	hold WS [ns]	util [%]
2_1_floorplan	21090	1178	2.606	2.488	-
3_3_place_gp	22780	1803	2.778	2.904	55.29
3_5_place_dp	22780	1803	2.783	2.900	55.29
4_1_cts	24300	1895	4.469	2.282	58.97
5_1_grt	24300	1895	4.578	2.361	58.97
6_report	24300	1895	4.436	2.347	58.97
-- final cells by class --
class	count	area share [%]
Multi-Input combinational cell	584	21.62
Clock buffer	64	5.628
Clock inverter	28	0.6180
Sequential cell	512	63.28
Timing Repair Buffer	170	6.035
Tap cell	532	2.740
Inverter	5	0.07724
-- synth_stat cells, types with 3 or more instances --
master and count:
or2_2 3, buf_4 12, a211oi_1 8, or3_1 4, a22oi_1 31, mux4_2 92, and2_1 11, a221oi_1 5
a21o_1 3, o21ai_0 26, nor2b_1 4, nor3_1 31, nand3_1 8, buf_2 17, mux2i_1 85, a21oi_1 40
nand2b_1 4, o21ai_1 15, o221ai_1 4, o22ai_1 38, a221o_1 3, nor2_1 51, nand3b_1 5, buf_1 3
buf_6 8, edfxtp_1 512, mux2_2 3, nand2_1 77, nand4_1 4, clkbuf_1 35, inv_1 5
-- layer usage --
metal  part of all wire [%]  vias up  routed length (um)  track usage, %
li1                       -     5103                   -               -
met1                     36     5840               19440           42.01
met2                     46      566               24590           40.10
met3                     14      103                7213           16.09
met4                    4.0        0                2150           9.007
met5                      0        -                   0               0
-- cell families after synthesis --
kind of cell,Yosys count,share of synthesized area (%)
simple gates,215,4.811
mux,184,14.37
compound gates,185,5.712
flops,512,72.89
buf+inv,82,2.213
-- power groups by stage --
| stage | sequential, mW | clock [mW] | combinational, mW |
|---|---|---|---|
| after CTS | 2.36 | 1.73 | 0.381 |
| after global routing | 2.36 | 1.81 | 0.410 |
| final | 2.36 | 1.70 | 0.382 |
Power is estimated from default activity; no workload was simulated.
